===== design/flow/design.v =====
module buffer_new(data_out, data_in, address, read_address, wr_en, clk, mem_rst);
	output [7:0] data_out;
	output reg [3:0] address;
	input [3:0] read_address;
	input [7:0] data_in;
	input wr_en, clk, mem_rst;
	reg [7:0] m [0:9];
	reg wr_en_delayed, wr_en_edge;
	assign data_out = m[read_address];
	integer i;
	always @(posedge clk) begin
		wr_en_delayed <= wr_en;
		wr_en_edge <= wr_en ^ wr_en_delayed;
	end
	always@(posedge wr_en_edge or negedge mem_rst) begin
		if(~mem_rst) begin
			for(i=0; i<10; i=i+1)
				m[i] <= 8'b0;
			address <= 4'd0;
		end else if (wr_en)
			m[address] <= data_in;
		else if (~wr_en)
			address <= address + 1'd1;
	end
endmodule
module scanner (address, data_out, start_scan, data_in, ready_second_buffer, start_second_buffer, 
				ready_to_transfer, transfer, flush_signal, go_to_standby, state, wr_en, read_inc, clk, rst);
	output reg [2:0] state;
	output wire [7:0] data_out;
	output wire [3:0] address;
	output reg ready_second_buffer = 1'b0, start_second_buffer = 1'b0, ready_to_transfer;
	input [7:0] data_in;
	input start_scan, transfer, go_to_standby, flush_signal, clk, rst;
	input wr_en, read_inc;
	reg [3:0] read_address = 4'b0;
	reg mem_rst, read_inc_delayed, read_inc_edge;
	reg [2:0] next;
	buffer_new buff (data_out, data_in, address, read_address, wr_en, clk, mem_rst);
	parameter lowPower = 3'b000, active = 3'b001, standby = 3'b010, idle = 3'b011, flush = 3'b100, transtage = 3'b101;
	always @(posedge clk or negedge rst) begin
		if (~rst) begin
			state <= lowPower;
		end else begin
			state <= next;
		end
	end
	always @(posedge clk) begin
		read_inc_delayed <= read_inc;
		read_inc_edge <= read_inc ^ read_inc_delayed;
	end
	always @(posedge clk) begin
		case (state)
			lowPower: 	begin
							ready_to_transfer <= 1'b0;
							ready_second_buffer <= 1'b0;
							start_second_buffer <= 1'b0;
							mem_rst <= 1'b0;
							read_address <= 4'b0;
							if (start_scan && transfer == 1'b0)
								next <= active;
							else if (go_to_standby) 
								next <= standby;
							else
								next <= lowPower;
							end
			active:		begin
							mem_rst <= 1'b1;
							if(transfer) begin
								next <= transtage;
							end else if (address == 4'd10) begin
								next <= idle;
							end else 
								next <= active;
							if (address >= 4'd7) begin
								ready_to_transfer <= 1'b1;
								ready_second_buffer <= 1'b1;
							end
							if (address >= 4'd8) 
								start_second_buffer <= 1'b1;
						end
			standby: 	begin
							mem_rst <= 1'b1;
							if (start_scan && transfer == 1'b0) 
								next <= active;
							else 
								next <= standby;
						end
			idle: 		begin
							mem_rst <= 1'b1;
							ready_second_buffer <= 1'b0;
							start_second_buffer <= 1'b0;
							ready_to_transfer <= 1'b1;
							if (transfer) begin
								next <= transtage;
							end
							else if (flush_signal)
								next <= flush;
							else begin
								next <= idle;
							end
						end
			flush: 		begin
							mem_rst <= 1'b0;
							if(address == 4'd0)
								next <= lowPower;
							else
								next <= flush;
						end
			transtage : begin
							mem_rst <= 1'b1;
							if(read_address > 4'd9)
								next <= lowPower;
							else if (read_inc_edge && read_inc) begin
								read_address <= read_address + 1'b1;
								next <= transtage;
							end else 
								next <= transtage;
						end
		endcase
	end
endmodule
module top (data_out1, data_out2, data_out_cpu1, data_out_cpu2, state, state2, ready_to_transfer, ready_to_transfer2, 
			data_in1, data_in2, start_scan, transfer_input, wr_en1, read_inc1, wr_en2, read_inc2, clk, rst);
	output [2:0] state, state2;
	output ready_to_transfer, ready_to_transfer2;
	output wire [7:0] data_out1, data_out2;
	output wire [7:0] data_out_cpu1, data_out_cpu2; 
	input [7:0] data_in1, data_in2;
	input start_scan, transfer_input, wr_en1, read_inc1, wr_en2, read_inc2, clk, rst;
	wire start_scan1, start_second_buffer, ready_to_transfer, ready_second_buffer;  
	wire start_scan2, start_first_buffer, ready_first_buffer, ready_to_transfer2;
	wire [3:0] address1, address2;
	reg flush_signal = 1'b0, flush_signal2 = 1'b0, transfer = 1'b0, transfer2 = 1'b0;
	assign data_out_cpu1 = data_out1;
	assign data_out_cpu2 = data_out2;
	assign start_scan1 = (start_scan) ? start_scan : start_first_buffer;
	assign start_scan2 = start_second_buffer;
	scanner scan (address1, data_out1, start_scan1, data_in1, ready_second_buffer, start_second_buffer, ready_to_transfer, transfer, flush_signal, ready_second_buffer, state, wr_en1, read_inc1, clk, rst);
	scanner scan2 (address2, data_out2, start_scan2, data_in2, ready_first_buffer, start_first_buffer, ready_to_transfer2, transfer2, flush_signal2, ready_first_buffer, state2, wr_en2, read_inc2, clk, rst);
	always @(posedge clk) begin
		if (~rst) begin
			transfer <= 1'b0;
			transfer2 <= 1'b0;
			flush_signal <= 1'b0;
			flush_signal2 <= 1'b0;
		end
		if (ready_to_transfer && (transfer_input)) transfer <= 1'b1;
		else if (address1 == 4'b0) transfer <= 1'b0;
		if (ready_to_transfer2 && (transfer_input)) transfer2 <= 1'b1;
		else if (address2 == 4'b0) transfer2 <= 1'b0;
		if ((address2 >= 4'd4) && (address1 >= 4'd9)) flush_signal <= 1'b1;
		else flush_signal <= 1'b0;
		if ((address1 >= 4'd4) && (address2 >= 4'd9)) flush_signal2 <= 1'b1;
		else flush_signal2 <= 1'b0;
	end
endmodule

===== design/flow/run.sh =====
#!/bin/bash
# OpenROAD 26Q1-2900-gdf79404cd8, Yosys 0.63+post, stock flow scripts
make -C /OpenROAD-flow-scripts/flow DESIGN_CONFIG=/design/flow/config.mk WORK_HOME=/design/flow/orfs finish

===== design/flow/config.mk =====
export PLATFORM = sky130hd
export DESIGN_NAME = top
export DESIGN_NICKNAME = top
export VERILOG_FILES = /design/flow/design.v
export SDC_FILE = /design/flow/constraint.sdc
export NUM_CORES = 4
export LEC_CHECK = 1
export CORE_UTILIZATION = 40

===== design/flow/constraint.sdc =====
current_design top

set clk_period 3.3
set clk_io_pct 0.2

create_clock -name clk0 -period $clk_period [get_ports {clk}]

set non_clock_inputs [all_inputs -no_clocks]
set_input_delay [expr $clk_period * $clk_io_pct] -clock clk0 $non_clock_inputs
set_output_delay [expr $clk_period * $clk_io_pct] -clock clk0 [all_outputs]

==> impl_metrics.xml <==
<?xml version="1.0" encoding="UTF-8"?>
<metrics>
  <group name="layout">
    <metric name="stdcell_area" unit="sq um">10930</metric>
    <metric name="area.sequential" unit="sq um">5258</metric>
    <metric name="drive_gt1_share" unit="%">10.25</metric>
    <metric name="flow.area_growth_from_synthesis" unit="%">10.45</metric>
    <metric name="filler_cell_count" unit="">2224</metric>
    <metric name="mi_logic_area" unit="sq um">4209</metric>
  </group>
  <group name="flow_run">
    <metric name="openroad_warning_count" unit="">40</metric>
    <metric name="max-cap-violations" unit="">0</metric>
  </group>
  <group name="die">
    <metric name="fp.coreArea" unit="sq um">24320</metric>
    <metric name="num_io_pins" unit="">64</metric>
    <metric name="fp-row-count" unit="">57</metric>
    <metric name="fp-utilization" unit="%">40.70</metric>
    <metric name="die_height" unit="um">159.3</metric>
    <metric name="die_width" unit="um">159.3</metric>
    <metric name="chipArea" unit="sq um">25370</metric>
  </group>
  <group name="grt">
    <metric name="vias_in_the_first_global_route" unit="">6044</metric>
    <metric name="grt_antenna_before_repair" unit="">0</metric>
    <metric name="grt_first_pass_wirelength" unit="mm">34.78</metric>
    <metric name="grt_max_degree" unit="">85</metric>
    <metric name="grt_overflow_total" unit="">0</metric>
    <metric name="grtUsageTotal" unit="%">18.20</metric>
  </group>
  <group name="setup_path">
    <metric name="timing_worst_setup_path_type" unit="">register to output pin</metric>
    <metric name="cpPeakStageDelay" unit="ns">0.43</metric>
    <metric name="critical_path_endpoint_category" unit="">output pin</metric>
    <metric name="timing.critical_path.slowest_stage_cell" unit="">edfxtp_1</metric>
    <metric name="crit_chain" unit="">inv_1 -&gt; ha_1 -&gt; a22o_1 -&gt; a222oi_1 -&gt; o221ai_1 -&gt; a21o_1 -&gt; clkdlybuf4s50_1</metric>
    <metric name="timing.critical_path.from_type" unit="">register</metric>
    <metric name="critPathRequiredTime" unit="ns">2.64</metric>
    <metric name="critical_path_peak_fanout" unit="">7</metric>
    <metric name="critPathArrivalTime" unit="ns">2.56</metric>
  </group>
  <group name="placed_design">
    <metric name="placement.cell_area" unit="sq um">10720</metric>
    <metric name="placement.io_buffers" unit="">63</metric>
    <metric name="weighted_congestion_at_the_end_of_routability_driven_global_placement" unit="">0.8485</metric>
    <metric name="place_hpwl" unit="mm">14.90</metric>
    <metric name="place_ws" unit="ns">0.2851</metric>
  </group>
  <group name="clock_network">
    <metric name="numCtsBuffers" unit="">5</metric>
    <metric name="clk_pin_slew" unit="ns">0.06</metric>
    <metric name="tritoncts" unit="">done</metric>
    <metric name="cts.path.max_buffers" unit="">2</metric>
    <metric name="cts_root_buffer" unit="">clkbuf_16</metric>
    <metric name="postCtsHoldBufs" unit="">0</metric>
    <metric name="clock_latency" unit="ns">0.28</metric>
    <metric name="cts.htree.levels" unit="">2</metric>
  </group>
  <group name="synth">
    <metric name="count_of_unique_library_cells_instantiated_by_yosys" unit="">68</metric>
    <metric name="dominant_register_cell_in_the_synthesized_netlist" unit="">dfrtp_1</metric>
    <metric name="average_size_of_a_mapped_cell" unit="sq um">12.62</metric>
    <metric name="post_synth_inst_count" unit="">784</metric>
    <metric name="enable_flop_cells" unit="">22</metric>
    <metric name="synth_largest_type_area_fraction" unit="%">43.99</metric>
    <metric name="synth-seq-cells" unit="">208</metric>
    <metric name="leading_cell_types_by_total_area_after_synthesis" unit="">dfrtp_1 (44%), mux2_1 (18%), edfxtp_1 (6.7%)</metric>
    <metric name="yosysChipArea" unit="sq um">9897</metric>
    <metric name="yosysTopAreaCell" unit="">dfrtp_1</metric>
    <metric name="synthesis.area" unit="sq um">9897</metric>
    <metric name="ys_warn_count" unit="">4</metric>
    <metric name="synth-async-reset-ratio" unit="%">83.65</metric>
    <metric name="seq_area_frac_synth" unit="%">53.10</metric>
    <metric name="ys_cells" unit="">784</metric>
  </group>
  <group name="sta">
    <metric name="drv_slew" unit="">0</metric>
    <metric name="finalHoldViolCount" unit="">0</metric>
    <metric name="grt_setup_unrepaired" unit="">no</metric>
    <metric name="finalSetupViolations" unit="">0</metric>
    <metric name="max_slew.worst_pin.slew" unit="ns">0.7592</metric>
    <metric name="timing.max_slew.rel_slack" unit="%">49.39</metric>
    <metric name="unclocked_regs" unit="">168</metric>
    <metric name="fin_skew" unit="ns">0.005583</metric>
    <metric name="max_freq" unit="MHz">310.3</metric>
    <metric name="count_of_endpoints_without_a_timing_constraint" unit="">170</metric>
    <metric name="layout_worst_path_cycle_share" unit="%">97.66</metric>
    <metric name="period_needed" unit="ns">3.223</metric>
    <metric name="timing.setup.tns" unit="ns">0</metric>
    <metric name="layout_setup_ws" unit="ns">0.07723</metric>
  </group>
  <group name="route">
    <metric name="route.detailed.drc" unit="">0</metric>
    <metric name="final_wl" unit="mm">21.76</metric>
    <metric name="drt_iter0_drc" unit="">372</metric>
    <metric name="vias" unit="">6186</metric>
    <metric name="drtAntennaViolNets" unit="">0</metric>
    <metric name="route.layer.met1.wl" unit="mm">10.93</metric>
    <metric name="iteration_tally_of_the_first_detailed_router_pass" unit="">4</metric>
    <metric name="route.detailed.wl_per_inst" unit="um">19.17</metric>
    <metric name="top_layer_used" unit="">met4</metric>
    <metric name="wl_met3" unit="mm">1.198</metric>
    <metric name="met2_length" unit="mm">9.584</metric>
    <metric name="viasPerCell" unit="">5.450</metric>
  </group>
  <group name="pwr">
    <metric name="fin_total_pwr" unit="W">0.004973</metric>
    <metric name="p_leak" unit="nW">4.557</metric>
    <metric name="p_per_area" unit="nW/um^2">454.9</metric>
    <metric name="vdd.ir_drop.worst" unit="V">0.0004157</metric>
  </group>
  <group name="run_status">
    <metric name="status" unit="">complete, no violations</metric>
  </group>
  <group name="worst_hold_path">
    <metric name="min_path_type" unit="">register to register</metric>
  </group>
</metrics>
-- worst paths after layout --
path	end	slack, ns	cells after the start	startpoint
max	data_out_cpu2[5]	0.08	7	scan2.read_address[0]$_SDFFCE_PN0P_
min	scan2.state[2]$_DFF_PN0_	0.35	0	scan2.next[2]$_DFFE_PP_
max reg2reg	scan.read_address[0]$_SDFFCE_PN0P_	1.28	6	scan.read_address[1]$_SDFFCE_PN0P_
min reg2reg	scan2.state[2]$_DFF_PN0_	0.35	0	scan2.next[2]$_DFFE_PP_
max in group asynchronous	scan.state[0]$_DFF_PN0_	2.41	1	rst
min in group asynchronous	scan.state[2]$_DFF_PN0_	0.64	1	rst
-- flip-flops by register name, indices dropped and copies added (netlist names), 3 cells and up --
| name | count |
|---|---|
| scan.read_address | 4 |
| scan.buff.address | 4 |
| scan.next | 3 |
| scan.buff.m | 80 |
| scan2.read_address | 4 |
| scan.state | 3 |
| scan2.next | 3 |
| scan2.buff.m | 80 |
| scan2.buff.address | 4 |
| scan2.state | 3 |
-- synthesized netlist by cell type, types with 7 or more instances --
| cell type | number |
|---|---|
| a22o_1 | 11 |
| nor2b_1 | 11 |
| mux2_1 | 159 |
| edfxtp_1 | 22 |
| nand3_1 | 9 |
| nand2b_1 | 8 |
| o21ai_0 | 9 |
| a222oi_1 | 8 |
| inv_1 | 15 |
| a21oi_1 | 15 |
| a22oi_1 | 21 |
| ha_1 | 19 |
| dfxtp_1 | 12 |
| a211oi_1 | 7 |
| buf_4 | 18 |
| buf_2 | 27 |
| nand3_2 | 8 |
| and3_1 | 11 |
| dfrtp_1 | 174 |
| nor2_1 | 29 |
| xnor2_1 | 8 |
| mux2_2 | 12 |
| clkbuf_1 | 8 |
| a31oi_1 | 7 |
| nor3_1 | 8 |
| buf_1 | 16 |
| nand2_1 | 35 |
-- critical path, delay by kind of cell (launching register included) --
| kind | cells | cell delay (ns) |
|---|---|---|
| DFF | 1 | 0.43 |
| adders and majority gates | 1 | 0.36 |
| AOI/OAI and AO/OA | 4 | 0.98 |
| buffers and inverters | 2 | 0.50 |
-- report_power, final --
| group | switching (W) | internal (W) | total, W |
|---|---|---|---|
| Combinational | 0.00168 | 0.00150 | 0.00318 |
| Sequential | 0.000313 | 0.00102 | 0.00133 |
| Clock | 0.000183 | 0.000279 | 0.000462 |
| Total | 0.00218 | 0.00280 | 0.00497 |
-- cells in the final DEF, fill, tap and decap left out, types with 8 or more instances in the layout --
| master | instances |
|---|---|
| buf_4 | 29 |
| ha_1 | 14 |
| nor2b_1 | 10 |
| o21ai_0 | 9 |
| a22oi_1 | 21 |
| nand3_1 | 9 |
| dfrtp_1 | 174 |
| a222oi_1 | 8 |
| inv_1 | 14 |
| edfxtp_1 | 22 |
| nand2_1 | 35 |
| nor3_1 | 8 |
| nand3_2 | 8 |
| xnor2_1 | 8 |
| nor2_1 | 29 |
| nand2b_1 | 8 |
| dfxtp_1 | 10 |
| and3_1 | 11 |
| a21oi_1 | 15 |
| clkdlybuf4s50_1 | 63 |
| a22o_1 | 11 |
| mux2_2 | 12 |
| mux2_1 | 159 |
-- cells by family after synthesis --
group,Yosys count,share of synthesized area [%]
AND-OR/OR-AND,137,10.75
XOR/XNOR,14,1.239
adder cells (fa/ha/maj),19,2.402
buffers and inverters,90,4.892
flip-flops,208,53.10
multiplexers,178,20.21
AND/OR/NAND/NOR,138,7.409
-- cell type report --
cell class	instances	area share, %
tap	324	3.708
clock inverter	2	0.1145
multi-input combinational	486	38.50
clock buffer	6	1.179
inverter	15	0.5151
sequential	208	48.09
timing repair buffer	93	7.863
antenna	1	0.02289
-- stage by stage --
stage	hold WS, ns	cells	utilization, %
5_1_grt	0.3622	1134	44.94
2_1_floorplan	0.3306	784	-
4_1_cts	0.3482	1132	44.71
3_3_place_gp	0.3323	1124	44.07
3_5_place_dp	0.3344	1124	44.07
6_report	0.3472	1135	44.95
-- metal layers --
layer,up-vias,track usage [%]
met3,4,3.615
met5,-,0
met4,0,0.4371
met2,138,26.30
met1,3144,31.39
li1,2900,-
-- timing repair --
| item | CTS | global route |
|---|---|---|
| gates resized | 3 | 10 |
| setup buffers | 0 | 2 |
| endpoints found under the setup margin | 2 | 21 |
Power and IR drop assume default switching activity.
