==> ./design.v <==
module network_sys(ready_to_transfer_in_0, ready_to_transfer_in_1, start_scan_send, ready_transfer_send, transfer_send, ser_data_out, state, state2, hex0, hex1, hex2, hex3, hex4, hex5, ser_data_in,start_scan_receive, ready_transfer_receive, transfer_receive, clk, rst);
	output wire [2:0] state, state2;
	output ready_to_transfer_in_0, ready_to_transfer_in_1;
	output ser_data_out;
	output start_scan_send, ready_transfer_send, transfer_send;
	output reg [6:0] hex0, hex1, hex2, hex3, hex4 = off, hex5 = off;
	input clk, rst, ser_data_in;
	input start_scan_receive, ready_transfer_receive, transfer_receive;
	wire [7:0] cpu_data_in_0, cpu_data_in_1, cpu_data_out_0, cpu_data_out_1;
	wire ready_to_transfer_in_0, ready_to_transfer_in_1, start_scanning, start_transfer, scanner_rst, scanner_clk_ctrl;
	wire wr_en1, wr_en2, read_inc1, read_inc2;
	wire [7:0] data_out1, data_out2;
   wire [3:0] ones1, ones2, tens1, tens2, hundreds1, hundreds2, ones3, ones4, tens3, tens4, hundreds3, hundreds4;
	wire [7:0] led_data;
	wire [7:0] parallel_data_out;
	wire char_received;
   wire char_sent;
	wire trans_en, load;
	wire [7:0] parallel_data_in;
	parameter zero = 7'b1000000, one = 7'b1111001, two = 7'b0100100, three = 7'b0110000, four = 7'b0011001, five = 7'b0010010, 
		six = 7'b0000010, seven = 7'b1111000, eight = 7'b0000000, nine = 7'b0011000, off = 7'b1111111;
    nios_system u0 (
        .char_received_external_connection_export          (char_received),           
        .char_sent_external_connection_export              (char_sent),               
        .clk_clk                                           (clk),                                            
        .cpu_data_in_0_external_connection_export          (cpu_data_in_0),           
        .cpu_data_in_1_external_connection_export          (cpu_data_in_1),           
        .cpu_data_out_0_external_connection_export         (cpu_data_out_0),          
        .cpu_data_out_1_external_connection_export         (cpu_data_out_1),          
        .led_data_external_connection_export               (led_data),                
        .load_external_connection_export                   (load),                    
        .net_data_in_external_connection_export            (parallel_data_out),             
        .net_data_out_external_connection_export           (parallel_data_in),            
        .read_inc1_external_connection_export              (read_inc1),               
        .read_inc2_external_connection_export              (read_inc2),               
        .ready_to_transfer_in_0_external_connection_export (ready_to_transfer_in_0),  
        .ready_to_transfer_in_1_external_connection_export (ready_to_transfer_in_1),  
        .reset_reset_n                                     (rst),                                      
        .scanner_rst_external_connection_export            (scanner_rst),             
        .start_scanning_external_connection_export         (start_scanning),          
        .start_transfer_external_connection_export         (start_transfer),          
        .transmit_enable_external_connection_export        (trans_en),         
        .wr_en1_external_connection_export                 (wr_en1),                  
        .wr_en2_external_connection_export                 (wr_en2),                  
        .start_scan_receive_external_connection_export     (start_scan_receive),      
        .start_scan_send_external_connection_export        (start_scan_send),         
        .ready_transfer_send_external_connection_export    (ready_transfer_send),     
        .ready_transfer_receive_external_connection_export (ready_transfer_receive),  
        .transfer_receive_external_connection_export       (transfer_receive),        
        .transfer_send_external_connection_export          (transfer_send)            
    );
	 top top(
				.data_out1													(data_out1),
				.data_out2													(data_out2),
				.data_out_cpu1												(cpu_data_in_0),
				.data_out_cpu2												(cpu_data_in_1),
				.state														(state),
				.state2														(state2), 
				.ready_to_transfer										(ready_to_transfer_in_0),
				.ready_to_transfer2										(ready_to_transfer_in_1),
				.data_in1													(cpu_data_out_0),
				.data_in2													(cpu_data_out_1),
				.start_scan													(start_scanning),
				.transfer_input											(start_transfer),
				.wr_en1														(wr_en1),
				.read_inc1													(read_inc1),
				.wr_en2														(wr_en2),
				.read_inc2													(read_inc2),
				.clk															(clk), 
				.rst															(scanner_rst)
	);
	serial_out ser_out (ser_data_out, char_sent, trans_en, load, parallel_data_in, clk, rst);
	serial_in ser_in (parallel_data_out, char_received, ser_data_in, clk, rst);
	BCD bcd_data_out1 (data_out1, hundreds1, tens1, ones1);
	BCD bcd_data_out2 (data_out2, hundreds2, tens2, ones2);
	BCD bcd_data_in1 (cpu_data_out_0, hundreds3, tens3, ones3);
	BCD bcd_data_in2 (cpu_data_out_1, hundreds4, tens4, ones4);
	always @(posedge clk) begin
		case (ones1)
			4'b0000: hex0 = zero;
			4'b0001: hex0 = one;
			4'b0010: hex0 = two;
			4'b0011: hex0 = three;
			4'b0100: hex0 = four;
			4'b0101: hex0 = five;
			4'b0110: hex0 = six;
			4'b0111: hex0 = seven;
			4'b1000: hex0 = eight;
			4'b1001: hex0 = nine;
			default: hex0 = 7'b1111111;
		endcase
		case (ones3)
			4'b0000: hex1 = zero;
			4'b0001: hex1 = one;
			4'b0010: hex1 = two;
			4'b0011: hex1 = three;
			4'b0100: hex1 = four;
			4'b0101: hex1 = five;
			4'b0110: hex1 = six;
			4'b0111: hex1 = seven;
			4'b1000: hex1 = eight;
			4'b1001: hex1 = nine;
			default: hex1 = 7'b1111111;
		endcase
		case (ones2)
			4'b0000: hex2 = zero;
			4'b0001: hex2 = one;
			4'b0010: hex2 = two;
			4'b0011: hex2 = three;
			4'b0100: hex2 = four;
			4'b0101: hex2 = five;
			4'b0110: hex2 = six;
			4'b0111: hex2 = seven;
			4'b1000: hex2 = eight;
			4'b1001: hex2 = nine;
			default: hex2 = 7'b1111111;
		endcase
		case (ones4)
			4'b0000: hex3 = zero;
			4'b0001: hex3 = one;
			4'b0010: hex3 = two;
			4'b0011: hex3 = three;
			4'b0100: hex3 = four;
			4'b0101: hex3 = five;
			4'b0110: hex3 = six;
			4'b0111: hex3 = seven;
			4'b1000: hex3 = eight;
			4'b1001: hex3 = nine;
			default: hex3 = 7'b1111111;
		endcase
	end
endmodule
module BCD(number, hundreds, tens, ones);
   input  [7:0] number;
   output reg [3:0] hundreds;
   output reg [3:0] tens;
   output reg [3:0] ones;
   reg [19:0] shift;
   integer i;
   always @(number)
   begin
      shift[19:8] = 0;
      shift[7:0] = number;
      for (i=0; i<8; i=i+1) begin
         if (shift[11:8] >= 5)
            shift[11:8] = shift[11:8] + 4'd3;
         if (shift[15:12] >= 5)
            shift[15:12] = shift[15:12] + 4'd3;
         if (shift[19:16] >= 5)
            shift[19:16] = shift[19:16] + 4'd3;
         shift = shift << 1;
      end
      hundreds = shift[19:16];
      tens     = shift[15:12];
      ones     = shift[11:8];
   end
endmodule
==> ./run.sh <==
#!/bin/bash
# OpenROAD 26Q1-2900-gdf79404cd8, Yosys 0.63+post, stock flow scripts
make -C /OpenROAD-flow-scripts/flow DESIGN_CONFIG=/design/flow/config.mk WORK_HOME=/design/flow/orfs finish
==> ./config.mk <==
export PLATFORM = sky130hd
export DESIGN_NAME = BCD
export DESIGN_NICKNAME = BCD
export VERILOG_FILES = /design/flow/design.v
export SDC_FILE = /design/flow/constraint.sdc
export NUM_CORES = 4
export LEC_CHECK = 1
export CORE_AREA = 10 10 70 70
export DIE_AREA = 0 0 80 80
==> ./constraint.sdc <==
current_design BCD

set clk_period 6.1
set clk_io_pct 0.2

create_clock -name clk0 -period $clk_period

set non_clock_inputs [all_inputs -no_clocks]
set_input_delay [expr $clk_period * $clk_io_pct] -clock clk0 $non_clock_inputs
set_output_delay [expr $clk_period * $clk_io_pct] -clock clk0 [all_outputs]
==> flow_summary.yaml <==
# yosys + openroad results
grt:
  busiest_layer: "met2"
  grt_overflow_total: 0
  use_met1: 0.135
  use_met2: 0.171
  met3_usage: 0.00227
  grt_max_degree: 13
  grt_pass1_vias: 1319
  grt_pass1_wl_mm: 5.48
  groute.usage.overall: 0.0967
  antenna_found_initial: 0
drt:
  routedWlPerCell_um: 12.3
  drt_iter0_markers: 54
  diodes: 0
  routed-via-count: 1453
  drtPass1Iterations: 4
  drc: 0
  wirelength_mm: 3.41
  via_per_inst: 5.25
  final_antenna_net_count: 0
final_layout:
  drive_gt1_frac: 0.580
  mostFrequentLayoutCells: "68 x buf_4, 16 x nand2_1, 10 x nor2_1, 8 x clkdlybuf4s50_1, 6 x a21oi_1"
  flops: 0
  final_common_cell: "buf_4"
  nClkBuffers: 0
  area_growth_pct: 89.8
  fillers: 290
  seq_area_um2: 0
timing:
  setup-violations-final: 3
  max_freq_mhz: 153
  setup_tns_ns: -1.25
  whs_ns: 2.44
  period_used_share: 1.07
  worst_slew_margin_rel: 0.635
  drv_slew: 0
  finalWorstSetupSlack_ns: -0.443
  max_slew.worst_pin.slew_ns: 0.533
  rsz0062_at_grt: "true"
  hold_viol_final: 0
  fin_crit_ns: 6.54
power:
  power_leakage_nw: 0.891
  power_w: 0.000464
  internal_power_w: 0.000261
  switching_share: 0.437
  power_frac_comb: 1.000
  ir_worst_vdd_mv: 0.0861
  pwr-share-clk: 0
  power.net_switching_w: 0.000203
  power.density_nw_per_um2: 227
  power.share.sequential: 0
floorplan:
  fp-row-count: 21
  io_pins: 20
  initCoreUtil: 0.315
  dieWidth_um: 80
  coreArea_um2: 3420
  chipArea_um2: 6400
  die_height_um: 80
placed_design:
  gp_congestion: 0.864
  io_buffers: 16
  pre_cts_ws_ns: -1.31
  dpl.hpwl_mm: 2.56
min_path:
  worstHoldPathType: "input port to output port"
  min_path_cells: 0
critical_path:
  required_ns: 4.88
  worstPathArrival_ns: 5.32
  path_class: "input port to output port"
  end_kind: "output port"
  cp-start-kind: "input port"
  crit_fanout: 3
logic_synthesis:
  yosysCellCount: 151
  ys_types: 51
  yosys.area.top_type_share: 0.105
  yosys_warnings: 1
  avgSynthCellArea_um2: 7.13
  synth_seq_share: 0
  top_area_cell: "ha_1"
  yosysChipArea_um2: 1080
  syn_area_um2: 1080
  synthCells: 151
  topCellsByArea: "ha_1 10%, nand2_1 5.9%, mux2i_1 5.6%"
run_status:
  status: "finished with violations"
  violations: "negative setup slack"
flow_run:
  openroad.warnings: 38
  max-cap-violations: 0
[logic make-up after synthesis]
kind of cell               Yosys count  synth area share
muxes                               14             0.151
xor gates and xnor gates             4            0.0326
buffers and inverters               16            0.0744
and+or+nand+nor                     57             0.266
other                                1           0.00349
adders and majority gates            9             0.105
AOI/OAI and AO/OA                   50             0.367
[synth_stat cells (2+ instances only)]
| master | instances |
|---|---|
| nand4_1 | 2 |
| a21o_1 | 2 |
| nand3_1 | 3 |
| o211ai_1 | 3 |
| mux2i_2 | 2 |
| mux2i_1 | 6 |
| a221o_1 | 2 |
| mux2_2 | 3 |
| nor2b_1 | 2 |
| clkbuf_1 | 2 |
| nand2_1 | 17 |
| o221ai_1 | 3 |
| a21oi_2 | 2 |
| inv_1 | 9 |
| nand2b_1 | 2 |
| a21oi_1 | 10 |
| a31oi_1 | 2 |
| ha_1 | 9 |
| nor2_1 | 12 |
| nor3_1 | 8 |
| or3_1 | 2 |
| o21ai_0 | 9 |
| a211oi_1 | 3 |
| buf_4 | 3 |
| and3_1 | 2 |
| xnor2_1 | 4 |
| a22oi_1 | 2 |
| mux2_4 | 2 |
[path summary, 6_finish.rpt]
check / slack, ns / endpoint / startpoint
setup / recovery: -0.44 / tens[2] / number[5]
hold / removal: 2.44 / ones[0] / number[0]
[per-stage QoR]
step	area, um2	util	cells
after floorplan	1220	-	152
after detailed placement	1770	0.519	258
final	2040	0.598	277
after global routing	2040	0.598	277
after global placement	1770	0.519	258
after CTS	1950	0.570	273
[worst max-delay path, cell delays in order]
cell        delay [ns]
buf_6             0.10
clkinvlp_4        0.07
ha_4              0.13
inv_4             0.03
ha_4              0.16
a21oi_4           0.14
xnor2_2           0.15
ha_2              0.21
nand2b_4          0.14
a21oi_4           0.06
xnor2_2           0.22
ha_2              0.23
buf_4             0.10
nand2b_1          0.08
a21oi_2           0.18
mux2_4            0.33
or3_4             0.37
and2_4            0.16
ha_4              0.16
nor3_4            0.14
nand2_1           0.07
mux2_4            0.27
a32oi_2           0.19
buf_4             0.14
mux2i_1           0.16
buf_2             0.11
[area by class of cell]
cell class                 count  area [um2]  share of cell area
multi-input combinational    136        1260               0.617
timing repair buffer          86         682               0.334
tap                           46        57.6              0.0282
inverter                       9        42.5              0.0208
[power groups by stage]
stage         Clock [W]  Combinational [W]  Sequential [W]
finish                0           0.000464               0
CTS                   0           0.000441               0
global route          0           0.000506               0
[repair_timing]
action	in CTS	in global routing
pin swaps	24	15
setup buffers	16	4
hold buffers	0	0
resized	38	21
endpoints found under the setup margin	9	8
[metal layers]
metal  part of all wire  wire length (um)
met1               0.50              1710
met2               0.47              1610
met3              0.026                89
met4                  0                 0
met5                  0                 0
Power and IR drop assume default switching activity.
