### ./run.sh
#!/bin/bash
# OpenROAD 26Q1-2900-gdf79404cd8, Yosys 0.63+post, stock flow scripts
make -C /OpenROAD-flow-scripts/flow DESIGN_CONFIG=/design/flow/config.mk WORK_HOME=/design/flow/orfs finish
### ./config.mk
export PLATFORM = sky130hd
export DESIGN_NAME = serial_out
export DESIGN_NICKNAME = serial_out
export VERILOG_FILES = /design/flow/design.v
export SDC_FILE = /design/flow/constraint.sdc
export NUM_CORES = 4
export LEC_CHECK = 1
export CORE_AREA = 10 10 94 94
export DIE_AREA = 0 0 104 104
### ./constraint.sdc
current_design serial_out

set clk_period 1.6
set clk_io_pct 0.2

create_clock -name clk0 -period $clk_period [get_ports {clk}]

set non_clock_inputs [all_inputs -no_clocks]
set_input_delay [expr $clk_period * $clk_io_pct] -clock clk0 $non_clock_inputs
set_output_delay [expr $clk_period * $clk_io_pct] -clock clk0 [all_outputs]
### ./design.v
module serial_buffer (bit_out, parallel_in, load, sr_clk, rst);	
	output reg bit_out;
	input [10:0] parallel_in;
	input load, sr_clk, rst;
	reg [10:0] bitShift = 11'b11111111111;
	always@(posedge sr_clk or posedge load or negedge rst) begin
		if (~rst)
			bitShift <= 11'b11111111111;
		else if (load)
			bitShift <= parallel_in;
		else if (sr_clk)
			bitShift <= {1'b1, bitShift[10:1]};
	end
	always@(posedge sr_clk or negedge rst) begin
		if (~rst)
			bit_out <= 1'b1;
		else
			bit_out <= bitShift[0];
	end
endmodule
module serial_out(bit_out, char_sent, trans_en, load, data_in, clk, rst);
	output wire bit_out, char_sent;
	input trans_en, load, clk, rst;
	input [7:0] data_in;
	wire [10:0] data_in_full;
	wire parity, SR_CLK;
	assign parity =  	(data_in[0] ^ data_in[1]) ^  
                        (data_in[2] ^ data_in[3]) ^ 
                        (data_in[4] ^ data_in[5]) ^  
                        (data_in[6] ^ data_in[7]);
	assign data_in_full = {1'b1, parity, data_in, 1'b0};
	serial_buffer parallel_to_serial (bit_out, data_in_full, load, SR_CLK, rst);
	serial_out_ctrl serial_ctrl (SR_CLK, char_sent, trans_en, clk, rst);
endmodule
module serial_out_ctrl(SR_CLK, char_sent, trans_en, clk, rst);
	output reg SR_CLK, char_sent;
	input trans_en, clk, rst;
	reg [20:0] tBase = 21'b0;
	reg [3:0] BSC = 4'b0, BIC = 4'b0;
	always@(posedge clk) begin
		if(~rst)
			tBase <= 21'b0;
		else
			tBase <= tBase + 1'b1;
	end
	always@(posedge tBase[7]) begin  
		if(~trans_en || ~rst) begin
			BSC <= 4'b0;
		end else if (trans_en) begin
			BSC <= BSC + 1'b1;
		end
	end
	always@(posedge clk) begin
		if(~rst)
			SR_CLK <= 1'b0;
		else if (BSC == 4'b1111)
			SR_CLK <= 1'b1;
		else
			SR_CLK <= 1'b0;
	end
	always@(posedge tBase[7]) begin
		if(~trans_en || ~rst)begin
			BIC <= 4'd0;
			char_sent <= 1'b0;
		end else if (BSC == 4'b1111 && BIC < 4'd11)
			BIC <= BIC + 4'd1;
		else if (BIC >= 4'd11) begin
			BIC <= BIC;
			char_sent <= 1'b1;
		end
	end
endmodule
==> flow_summary.ini <==
; yosys + openroad results
[cts]
insertion_delay_ns = 0.23
cts_setup_buffers = 0
tritoncts = built
clk_pin_slew_ns = 0.04
cts-root-buf = clkbuf_8
htreeDepth = 1
cts_buffers = 3
post_cts_resized = 0
cts_buffer_depth = 2
cts_hold_buf = 0

[placement]
dpl-instance-area_mm2 = 0.00145
place_hpwl_um = 1540
port_buffers = 13
gp_congestion = 0.757
post-place-cells = 215

[logic_synthesis]
mux_area_share_pct = 0.837
synth_cell_types = 23
avgSynthCellArea_um2 = 11.2
ys_seq_share_pct = 59.5
ys_warn_count = 3
most_common_cell = dfxtp_1
synth_flops = 29
flop_cell = dfxtp_1
ys_sh_aoi_pct = 5.65
top_cells_by_count = dfxtp_1 (18), nor2_1 (15), xnor2_1 (11)
ys_cells = 107
syn_area_mm2 = 0.00120
adder_share_pct = 3.14
ys_async_sr_fraction_pct = 37.9
topCombFamilyByArea = simple AND/OR/NAND/NOR gates
top_cell_area_share_pct = 30.1
synthTopCellsByArea = dfxtp_1 (30%), dfbbp_1 (27%), xnor2_1 (8.1%)
yosys_area_mm2 = 0.00120
synthCells = 107
xor_share_pct = 12.4
edf_count = 0
yosysTopAreaCell = dfxtp_1
simple_gate_share_pct = 16.5

[routing]
wire_per_inst_um = 8.66
drc = 0
vias = 748
wirelength_um = 1900
first_pass_iters = 3
num_antenna_cells = 0
drt_iter0_drc = 16
ant_nets = 0
vias_per_cell = 3.42

[critical_path]
crit_chain = and3_1, nand3_1, xor2_1, nor2_1
path_class = flip-flop to flip-flop
path_delay_family = simple AND/OR/NAND/NOR gates
required_ns = 1.71
r2r_start = serial_ctrl.tBase[2]
critPathLaunchType = flip-flop
crit_cells = 4
crit_path_start = serial_ctrl.tBase[2]
slowest_delay_ns = 0.37
reg2reg_depth = 4
crit_end = serial_ctrl.tBase[5]
regToRegEndpoint = serial_ctrl.tBase[5]
slowest_stage = dfxtp_1
worst-path-max-fanout = 4
r2r_slack_ns = 0.58
endpoint_kind = flip-flop
arrival_ns = 1.13
worstPathBufferInverterCount = 0

[cells_and_area]
nFillCells = 754
area_growth_pct = 24.7
drive_gt1_share_pct = 5.69
fin_util_pct = 21.8
layout.cells.non_filler = 219
final_area_mm2 = 0.00149

[sta]
setup_viol = 0
rsz0062_at_grt = no
untimed_endpoints = 21
max_freq_mhz = 982
final.setup.tns_ns = 0
drv_slew = 0
period_used_pct = 63.6
hold_ws_ns = 0.430
hold_viol = 0
fin_worst_skew_ns = 0.000681
finalCriticalPeriod_ns = 1.02
unclocked_regs = 20

[job]
cap_viol_max_count = 0
warnings = 35

[floorplanning]
fp-row-count = 30
dieArea_mm2 = 0.0108
core_mm2 = 0.00683
initCoreUtil_pct = 17.5
die_x_um = 104
io_pins = 14
fp.dieH_um = 104

[global_route]
antenna_found_initial = 0
grt-busiest-layer = met2
grt_pass1_wl_um = 3340
track_usage_pct = 3.53
grt_max_degree = 17
grt_pass1_vias = 733
use_met3_pct = 1.32
use_met1_pct = 4.95
gr-total-overflow = 0
met2_usage_pct = 5.27

[status]
status = complete, no violations

[pwr]
p_per_area_mw_per_mm2 = 417
p_leak_nw = 0.560
ir_drop_v = 0.000537

[worst_hold_path]
hp-class = flip-flop to flip-flop
[cells by family (layout without fill, tap and decap cells)]
logic type                 count (synthesis)  count (layout)
DFF                                       29              29
and+or+nand+nor                           39              39
buffers and inverters                      5              21
muxes                                      1               1
AOI/OAI and AO/OA                         12              12
adders and majority gates                  3               3
other                                      1               1
xor gates and xnor gates                  17              17
[layout by cell type, fill, tap and decap left out, types with 2 or more instances in the layout]
master,instances
or2_1,8
and3_1,3
xnor2_1,11
nand3_1,8
dfxtp_1,18
inv_1,2
ha_1,3
clkbuf_8,3
nand2_1,2
a21oi_1,9
clkdlybuf4s50_1,13
nor2_1,15
dfbbp_1,10
xor2_1,6
[area by class of cell]
type                       count  area [um^2]  share of cell area [%]
sequential                    29          712                    47.7
inverter                       3         11.3                   0.755
multi-input combinational     73          465                    31.2
timing repair buffer          14          138                    9.23
tap                           96          120                    8.05
clock buffer                   4         45.0                    3.02
[report_power, final]
part | switching, mW | internal [mW] | total (mW)
combinational | 0.0580 | 0.0620 | 0.120
clock | 0.0812 | 0.173 | 0.254
sequential | 0.00429 | 0.243 | 0.248
total | 0.143 | 0.478 | 0.622
[worst reg2reg max path, cell delays in order (launching register included)]
cell and delay (ns):
dfxtp_1 0.37, and3_1 0.24, nand3_1 0.10, xor2_1 0.14, nor2_1 0.05
[sequential cells by signal (all words and copies together) (netlist names)]
name                         flops
parallel_to_serial.bit_out       1
serial_ctrl.tBase                8
serial_ctrl.BSC                  4
serial_ctrl.SR_CLK               1
serial_ctrl.char_sent            1
parallel_to_serial.bitShift     10
serial_ctrl.BIC                  4
[worst min path at each step]
stage | depth (start not counted) | endpoint | from | slack [ns]
4_1_cts | 1 | serial_ctrl.tBase[0] | serial_ctrl.tBase[0] | 0.43
5_1_grt | 1 | serial_ctrl.tBase[0] | serial_ctrl.tBase[0] | 0.45
6_report | 1 | serial_ctrl.tBase[0] | serial_ctrl.tBase[0] | 0.43
[metrics by stage]
step                setup slack (ns)  power (mW)
floorplan                      0.652       0.320
global placement               0.415       0.372
detailed placement             0.402       0.373
CTS                            0.574       0.634
global route                   0.467       0.668
finish                         0.582       0.622
[per-layer routing]
metal	share of wire, %	vias up
met4	0.37	0
li1	-	386
met5	0	-
met1	52	350
met2	42	10
met3	5.6	2
Power figures rest on the tool's default switching activity, not on a simulated workload.
